$ cat design/flow/run.sh
#!/bin/bash
# OpenROAD 26Q1-2900-gdf79404cd8, Yosys 0.63+post, stock flow scripts
make -C /OpenROAD-flow-scripts/flow DESIGN_CONFIG=/design/flow/config.mk WORK_HOME=/design/flow/orfs finish
$ cat design/flow/config.mk
export PLATFORM = sky130hd
export DESIGN_NAME = main
export DESIGN_NICKNAME = main
export VERILOG_FILES = /design/flow/design.v
export SDC_FILE = /design/flow/constraint.sdc
export NUM_CORES = 4
export LEC_CHECK = 1
export CORE_UTILIZATION = 50
$ cat design/flow/constraint.sdc
current_design main

set clk_period 6.4
set clk_io_pct 0.2

create_clock -name clk0 -period $clk_period [get_ports {clk}]

set non_clock_inputs [all_inputs -no_clocks]
set_input_delay [expr $clk_period * $clk_io_pct] -clock clk0 $non_clock_inputs
set_output_delay [expr $clk_period * $clk_io_pct] -clock clk0 [all_outputs]
$ cat design/flow/design.v
module main(
    input inc,					 
    input dec,					 
	 output reg max_lim,		 
	 output reg min_lim,		 
	 output servo_pin,		 
	 input clk					 
    );
	parameter system_clk = 50000000;
	parameter max_val = 2000;
	parameter min_val = 1000;
	parameter mid_val = ((max_val + min_val)/2);
	parameter clocks_to_flip = (system_clk/1000000)/2;
	integer counter = 0;
	reg MHz_1 = 0;
	always@(posedge clk) begin
		if(counter < clocks_to_flip)
			counter <= counter + 1;
		else begin
			counter <= 0;
			MHz_1 <= ~MHz_1;
		end
	end
	reg [15:0] pulse_width = min_val;
	pwm_channel pwm_channel(1'b0, MHz_1, pulse_width, 2500, servo_pin);
	parameter clocks_Hz_100 = (system_clk/100)/2;
	integer counter_Hz_100 = 0;
	reg Hz_100 = 0;
	always@(posedge clk) begin
		if(counter_Hz_100 < clocks_Hz_100)
			counter_Hz_100 <= counter_Hz_100 + 1;
		else begin
			counter_Hz_100 <= 0;
			Hz_100 <= ~Hz_100;
		end
	end
	always@(posedge Hz_100) begin
		if(inc && (!dec)) begin
			if(pulse_width < max_val)
				pulse_width <= pulse_width + 1;
		end
		else if ((!inc) && dec) begin
			if(pulse_width > min_val)
				pulse_width <= pulse_width - 1;
		end
		else if (!inc && !dec) begin
			pulse_width <= mid_val;
		end
	end
	always@(posedge clk) begin
		if(pulse_width < max_val)
			max_lim <= 1;
		else
			max_lim <= 0;
		if(pulse_width > min_val)
			min_lim <= 1;
		else
			min_lim <= 0;
	end
endmodule
module pwm_channel(
	 input reset,
	 input clk,
    input [15:0] pulse_width,	 
    input [15:0] cycle_width,  
    output reg pulse_pin
    );
	reg [15:0] counter = 16'b0;
	reg [15:0] curr_pulse_width;
	reg [15:0] curr_cycle_width;
	always@(posedge clk)
	begin
		if(reset) begin
			counter <= 0;
			curr_pulse_width <= 0;
			curr_cycle_width <= 0;
			pulse_pin <= 0;
		end
		else begin
			if(counter < curr_cycle_width) begin
				counter <= counter + 1;
				if(counter == curr_pulse_width) begin
					pulse_pin <= 1'b0;
				end
			end
			else begin
				counter <= 16'b1;
				curr_pulse_width <= pulse_width;
				curr_cycle_width <= cycle_width;
				if(pulse_width > 0)
					pulse_pin <= 1'b1;
				else
					pulse_pin <= 1'b0;
			end
		end
	end
endmodule
==> results.ini <==
[run_status]
status = finished clean

[sta]
rsz0062_at_grt = no
min_period_ns = 2.382
period_used_pct = 37.22
slew_headroom_pct = 52.97
worst_pin_slew_ns = 0.6990
tns_ns = 0
skew_ns = 0.007747
unclocked_regs = 49
layout_setup_ws_ns = 4.018
finalSetupViolCount = 0
maxSlewViolCount = 0
untimed_endpoints = 81
hold_violations = 0
clock.fmax_mhz = 419.8

[cts]
clock_latency_ns = 0.35
postCtsSetupRepairBufs = 0
cts_tree = built
cts_buffer_depth = 2
cts.repair.resized = 0
numCtsBuffers = 9
clkTransAtPathRegs_ns = 0.06
hold_buffers = 0
htreeDepth = 3
root_buffer = clkbuf_8

[power_and_ir_drop]
power_frac_seq_pct = 55.3
p_clk_share_pct = 42.3
p_leak_uw = 0.002127
combPwrFrac_pct = 2.5
switching_share_pct = 21.56
power_density_nw_per_um2 = 130.2
power.switching_uw = 166.6
vdd_ir_drop_max_v = 0.0001419
internal_power_uw = 606.2

[worst_setup_path]
rrSetupSlack_ns = 4.30
crit_type = reg -> out
crit_fanout = 1
path_delay_family = buffers and inverters
worstPathRequired_ns = 5.12
setup.worst_path.start = min_lim$_DFF_P_
crit_chain = clkdlybuf4s50_1
slowest_delay_ns = 0.45
end_kind = output pin
path_buffers = 1
cpMaxStageDelayCell = clkdlybuf4s50_1
start_kind = flop
worst_ep_arrival_time_ns = 1.10
reg2reg_from = counter_Hz_100[0]$_SDFF_PN0_

[routing]
diodes = 0
routed_wl_mm = 10.30
vias = 4143
firstDrtPassIters = 4
vias_per_cell = 5.599
routedWlPerCell_um = 13.92
antenna_left = 0
drt_iter0_markers = 210
drc_errors = 0

[cells_and_area]
n_fill_cell = 930
final_area_um2 = 5936
syn_to_final_growth_pct = 7.403
drive_above_1_share_pct = 5.833
final_util_pct = 55.00

[synthesis]
edf_count = 35
syn_avg_cell_area_um2 = 9.399
synth_top_area_share_pct = 29.70
ys_ff = 117
ys_cells = 588
synthArstFlopShare_pct = 0
top_area_cell = dfxtp_1
ys_area_um2 = 5527
area_leaders = dfxtp_1 (30%), edfxtp_1 (19%), xor2_1 (7.9%), nor2_1 (6.1%), xnor2_1 (4.9%)
ff_type = dfxtp_1
yosysSeqAreaShare_pct = 48.72
yosysWarnings = 3
synth.distinct_cells = 50
synth_area_um2 = 5527
netlist_instances = 588

[global_route]
grt_max_degree = 34
grt_use_total_pct = 20.00
antenna_found_initial = 0
overflow = 0
grt_pass1_vias = 3849
grt_pass1_wl_mm = 18.03

[placed_design]
placed_cell_area_um2 = 5754
hpwl_mm = 7.098
dp_slack_ns = 4.338
portBuffers = 5
globalplace.congestion = 0.8560

[die]
rows = 38
fp_util_pct = 51.21
io_pins = 6
core_area_um2 = 10790
die_h_um = 107.1
chip_area_um2 = 11480
die-width_um = 107.1

[run]
tool_warnings = 27
drv_cap = 0

[min_path]
min_from = counter[0]$_SDFF_PN0_
hold_class = reg -> reg

==> area by class of cell <==
| cell class | count | area [um2] | area share [%] |
|---|---|---|---|
| tap | 140 | 175.2 | 2.951 |
| multi-input combinational | 439 | 2724 | 45.89 |
| sequential | 117 | 2693 | 45.36 |
| inverter | 16 | 60.06 | 1.012 |
| clock inverter | 1 | 5.005 | 0.08432 |
| timing repair buffer | 12 | 102.6 | 1.728 |
| clock buffer | 15 | 176.4 | 2.972 |
==> cell usage after synthesis (3+ instances only) <==
cell and n:
o21ai_0 13, ha_1 6, nand4_1 20, nor4_1 24, nand3_1 35, nor2_1 90, or4_1 3, xor2_1 50
a221oi_1 3, dfxtp_1 82, and3_1 18, nand2b_1 4, nand2_1 36, a21oi_1 16, and4_1 8, clkbuf_1 19
nor3_1 14, xnor2_1 31, or3_1 5, inv_1 16, edfxtp_1 35, o221ai_1 3, nor2b_1 5, o22ai_1 6
a31oi_1 3, or2_2 4, a22oi_1 3
==> power by group through the flow <==
stage	Sequential (uW)	Combinational, uW	Clock, uW
after CTS	427	19.2	337
after global routing	427	21.3	352
final	427	19.1	327
==> layout by cell type, fill, tap and decap left out, types with 4 or more instances in the layout <==
cell type,count
nor2_1,89
dfxtp_1,82
xor2_1,50
nand2_1,36
edfxtp_1,35
nand3_1,35
xnor2_1,31
nor4_1,24
nand4_1,20
and3_1,18
inv_1,16
a21oi_1,16
nor3_1,14
o21ai_0,13
clkbuf_8,12
and4_1,8
buf_4,7
o22ai_1,6
ha_1,6
nor2b_1,5
or3_1,5
clkdlybuf4s50_1,5
nand2b_1,4
or2_2,4
conb_1,4
==> flip-flops by register name, summed over array words and instances (netlist names) <==
name and cells:
MHz_1 1, Hz_100 1, pulse_width 16, max_lim 1, counter_Hz_100 32, pwm_channel.counter 16, counter 32, pwm_channel.curr_pulse_width 16
pwm_channel.pulse_pin 1, min_lim 1
==> layer usage <==
layer,up-vias,GRT usage (%),wire [um]
li1,2115,-,-
met1,1935,32.92,5211
met3,17,1.860,339
met2,76,30.74,4556
met4,0,3.229,196
met5,-,0,0
==> path summary, 6_finish.rpt <==
kind / cells past startpoint / end
worst max-delay path: 1 / min_lim
worst min-delay path: 1 / counter[0]$_SDFF_PN0_
worst max register to register: 6 / counter_Hz_100[30]$_SDFF_PN0_
worst min register to register: 1 / counter[0]$_SDFF_PN0_
==> logic make-up after synthesis <==
logic type | Yosys count | synth area share, %
buf+inv | 35 | 2.377
other cells | 1 | 0.06785
simple gates | 279 | 26.17
compound gates | 68 | 8.286
xor+xnor | 81 | 12.84
flops | 117 | 48.72
fa+ha+maj | 6 | 1.358
mux | 1 | 0.1811
==> per-stage QoR <==
stage / hold WS (ns) / std cells / total power (uW)
final: 0.4631 / 740 / 772.8
after global routing: 0.4867 / 740 / 800.3
after CTS: 0.4664 / 740 / 782.9
after detailed placement: 0.4509 / 724 / 455.7
after global placement: 0.4413 / 724 / 455.4
after floorplan: 0.4297 / 591 / 449.6
No activity file was given, so power comes from the tool's default toggle rates.
